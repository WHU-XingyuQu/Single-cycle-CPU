==> /design/flow/design.v <==
`timescale 1ns / 1ps
module RF(
    input              clk,
    input              rstn,       
    input              RFWr,
    input      [15:0]  sw_i,      
    input      [4:0]   A1,A2,A3,
    input      [31:0]  WD,
    output reg [31:0]  RD1,
    output reg [31:0]  RD2
);
    reg [31:0] rf [31:0];
    integer i;
    always @(posedge clk or negedge rstn) begin
        if (!rstn) begin
            for(i = 0; i < 32; i = i + 1) begin
                rf[i] <= 32'b0;
            end
        end else begin
            if (RFWr && (A3 != 5'd0)) begin
                rf[A3] <= WD;
            end
        end
    end
    always @(*) begin
        RD1 = rf[A1];
        RD2 = rf[A2];
    end
endmodule
==> /design/flow/run.sh <==
#!/bin/bash
# OpenROAD 26Q1-2900-gdf79404cd8, Yosys 0.63+post, stock flow scripts
make -C /OpenROAD-flow-scripts/flow DESIGN_CONFIG=/design/flow/config.mk WORK_HOME=/design/flow/orfs finish
==> /design/flow/config.mk <==
export PLATFORM = sky130hd
export DESIGN_NAME = RF
export DESIGN_NICKNAME = RF
export VERILOG_FILES = /design/flow/design.v
export SDC_FILE = /design/flow/constraint.sdc
export NUM_CORES = 4
export LEC_CHECK = 1
export CORE_UTILIZATION = 50
==> /design/flow/constraint.sdc <==
current_design RF

set clk_period 7.0
set clk_io_pct 0.2

create_clock -name clk0 -period $clk_period [get_ports {clk}]

set non_clock_inputs [all_inputs -no_clocks]
set_input_delay [expr $clk_period * $clk_io_pct] -clock clk0 $non_clock_inputs
set_output_delay [expr $clk_period * $clk_io_pct] -clock clk0 [all_outputs]
==> datasheet_impl.txt <==
Characteristics after synthesis and place and route

Parameter                              Value

Outcome
  Status .................. complete, no violations

Cells and area
  Utilization after layout .................. 0.587
  Post-route insts no fill .................. 6,006
  Top Registers .................. rf x1024
  Layout overhead on the synthesized area .................. 16.0%
  Layout Cell Area excl Fill .................. 59,900 µm²
  Number of flip-flops under the largest register name .................. 1,024
  Most flop-heavy register .................. rf
  Layout cells sized above 1 .................. 0.362

Timing
  Pins over their slew limit .................. 0
  Worst Hold Slack .................. 0.405 ns
  PnR worst setup slack .................. 0.332 ns
  Max-slew headroom .................. 0.230
  Transition at the pin with the smallest max-transition slack .................. 1.15 ns
  Final worst clock skew .................. 0 ns
  Shortest period the worst path allows .................. 6.67 ns
  # setup viols final .................. 0
  Achievable clock frequency .................. 150 MHz
  Setup Total Neg Slack .................. 0 ns
  Fin crit share .................. 0.953
  RSZ-0062 raised after global routing .................. false
  Final Hold Vio Count .................. 0

Detailed routing
  Count of vias placed by the detailed router .................. 46,700
  Routed wire length per instance .................. 47.6 µm
  Total wirelength of the detailed-routed design .................. 286,000 µm
  DRC violation count after routing .................. 0
  Vias per cell .................. 7.77
  1st-pass router iterations .................. 8
  Remaining antenna violation count after routing .................. 0
  Iteration-0 DRC count of the detailed router .................. 6,140

Global routing
  Global-route wire length before repair .................. 382,000 µm
  Vias in the first global route .................. 44,900
  Largest net degree at the start of global routing .................. 128
  Total GRT Usage .................. 0.576
  Initial antenna violation count .................. 23
  Total overflow reported by the global router .................. 0

Pwr
  Internal power of the cells .................. 12.0 mW
  Switching power of the nets .................. 4.95 mW
  Leakage dissipation .................. 26.1 nW
  PD cells .................. 282 nW/µm²
  Combinational share of power .................. 0.155
  Worst IR drop on VDD .................. 240 µV
  Switching fraction of total power .................. 0.293
  Total power .................. 16.9 mW
  Seq pwr share .................. 0.478
  Part of the total power dissipated in the clock network .................. 0.367

Yosys
  Flip-flop and latch count after synthesis .................. 1,024
  Number of warning messages in the yosys log .................. 2
  Cell count in the Yosys report .................. 4,389
  Number of enable flip-flop cells .................. 0
  Post-synth cell types .................. 70
  Share of synthesized registers carrying an async set or reset .................. 1.00
  Most instantiated flip-flop cell in the synthesis netlist .................. dfrtp_1
  Synthesized area .................. 51,700 µm²
  Chip area estimate from yosys synthesis .................. 51,700 µm²
  Post-Synthesis Cells .................. 4,389
  Sequential element share of the synthesized area .................. 0.496
  Avg Synthesized Cell Area .................. 11.8 µm²

Setup path
  Arrival time of the worst setup path .................. 5.27 ns
  Type of element capturing the critical path .................. primary output
  Cell-by-cell trace of the critical path .................. buf_2 -> buf_12 -> nand3b_1 -> nor2_4 -> buf_4 -> a22oi_1 -> nand3_1 -> nor2_1 -> a21oi_1 -> clkdlybuf4s50_1
  Startpoint of the worst-slack reg-to-reg timing path .................. rf[19][14]
  Launch point of the worst path .................. A2[0]
  CP max stage cell .................. nor2_4
  CP Class .................. input pin to primary output
  Required arrival time at the worst endpoint .................. 5.60 ns
  Highest fanout seen on the critical path .................. 32
  Element type at the critical path start .................. input pin
  Max incr delay on CP .................. 0.65 ns

Clocking
  Clk slew on worst S/H paths .................. 0.06 ns
  Clk root buf .................. clkbuf_16
  Post-cts repair resize count .................. 0
  Clock net sink count .................. 1,024
  Number of buffers created by CTS .................. 112
  Clk latency late pin .................. 0.73 ns
  TritonCTS clock tree .................. done
  Bufs on Longest Clock Path .................. 3
  Hold-fix buffers at CTS .................. 0
  Setup repair bufs after CTS .................. 0
  Htree depth .................. 3

Floorplanning
  Floorplan core area .................. 102,000 µm²
  Die width .................. 323 µm
  Floorplan die area .................. 105,000 µm²
  I/O pins .................. 130
  Total number of placement rows .................. 117
  Starting Density .................. 0.506
  Die span in y .................. 323 µm

Place
  Post-Place Setup Slack .................. 0.661 ns
  Instance area at placement .................. 56,000 µm²
  Instance count after placement with tap cells included .................. 5,764
  HPWL after detailed placement .................. 179,000 µm
  Tally of buffers added on design ports .................. 113
  Final GP Congestion .................. 1.06

Job
  Max-cap violations .................. 0
  Warning total across the stage logs .................. 59

Worst hold path
  Class of the tightest hold or removal check .................. flip-flop to flip-flop
  Start point of the worst hold path .................. rf[0][15]
## power groups by stage
stage | combinational, mW | clock (mW) | sequential (mW)
CTS | 2.54 | 6.23 | 8.02
global route | 2.74 | 6.44 | 8.18
finish | 2.62 | 6.21 | 8.08
## placed cells by master, fill, tap and decap left out, drive strengths merged, types with 11 or more instances in the layout
master / instances
dfrtp: 1024
mux2: 1017
a22oi: 700
buf: 356
nand2: 196
nor2: 192
clkbuf: 161
clkdlybuf4s50: 102
nand4: 92
nor3: 79
a21oi: 75
mux2i: 61
a22o: 55
nand3: 45
diode: 35
o21ai: 35
a31oi: 29
a221oi: 28
clkinv: 28
a32oi: 27
a222oi: 26
nor4: 22
o22ai: 20
nand2b: 17
nor2b: 17
and4: 11
and3: 11
## synth_stat cells (all sizes together) (6+ instances only)
| cell | n | share of area |
|---|---|---|
| a22o | 55 | 0.0093 |
| nor2b | 17 | 0.0021 |
| o22ai | 20 | 0.0024 |
| a32oi | 27 | 0.0046 |
| o21ai | 35 | 0.0034 |
| o2bb2ai | 6 | 0.0010 |
| o211ai | 10 | 0.0015 |
| nand2b | 17 | 0.0021 |
| clkbuf | 202 | 0.015 |
| nand3b | 9 | 0.0013 |
| a21oi | 75 | 0.0073 |
| nor4 | 22 | 0.0028 |
| o2111ai | 7 | 0.0012 |
| o32a | 10 | 0.0019 |
| a222oi | 26 | 0.0050 |
| a22oi | 700 | 0.10 |
| dfrtp | 1024 | 0.50 |
| nand4 | 92 | 0.011 |
| and3 | 11 | 0.0013 |
| nand2 | 196 | 0.014 |
| o22a | 9 | 0.0015 |
| mux2i | 61 | 0.012 |
| nor2 | 192 | 0.015 |
| a221o | 6 | 0.0012 |
| a2111oi | 10 | 0.0017 |
| nor3 | 79 | 0.0082 |
| and2 | 10 | 0.0012 |
| a31oi | 29 | 0.0035 |
| and4 | 11 | 0.0019 |
| buf | 249 | 0.024 |
| or3 | 9 | 0.0011 |
| a221oi | 28 | 0.0047 |
| a211oi | 7 | 0.0010 |
| nand3 | 45 | 0.0044 |
| mux2 | 1017 | 0.22 |
## worst max-delay path: cells and delay by family
| kind | cells | cell delay [ns] |
|---|---|---|
| buffers and inverters | 4 | 2.01 |
| and+or+nand+nor | 4 | 1.26 |
| AOI/OAI and AO/OA | 2 | 0.54 |
## cell type report
| class | count | area [µm²] |
|---|---|---|
| clock inverter | 46 | 529 |
| fill | 8422 | 42200 |
| tap | 1368 | 1710 |
| inverter | 5 | 18.8 |
| multi-input combinational | 2909 | 24600 |
| timing repair buffer | 458 | 4120 |
| clock buffer | 161 | 3280 |
| sequential | 1024 | 25600 |
| antenna | 35 | 87.6 |
## layer usage
metal	GRT usage	part of all wire	vias to the layer above
li1	-	-	17200
met1	0.713	0.34	23500
met2	0.709	0.38	4538
met3	0.416	0.18	1433
met4	0.372	0.087	45
met5	0.0551	0.0029	-
## kinds of logic (layout without fill, tap and decap cells)
kind of cell	count (synthesis)	in the layout	synth area share
AOI/OAI and AO/OA	1090	1090	0.158
buffers and inverters	456	670	0.0393
DFF	1024	1024	0.496
muxes	1083	1083	0.236
other	0	35	0
and+or+nand+nor	736	736	0.0712
## path summary, 6_finish.rpt
path | to | slack [ns] | cells past startpoint
setup / recovery | RD2[5] | 0.33 | 10
hold / removal | rf[0][15] | 0.41 | 0
setup reg to reg | rf[19][14] | 6.11 | 1
hold reg to reg | rf[0][15] | 0.41 | 0
max in group asynchronous | rf[17][2] | 4.46 | 3
min in group asynchronous | rf[17][18] | 0.68 | 1
Power is estimated from default activity; no workload was simulated.
