<file path="flow/config.mk">
export PLATFORM = sky130hd
export DESIGN_NAME = ALU
export DESIGN_NICKNAME = ALU
export VERILOG_FILES = /design/flow/design.v
export SDC_FILE = /design/flow/constraint.sdc
export NUM_CORES = 4
export LEC_CHECK = 1
export CORE_UTILIZATION = 50
</file>
<file path="flow/constraint.sdc">
current_design ALU

set clk_period 19.0
set clk_io_pct 0.2

create_clock -name clk0 -period $clk_period

set non_clock_inputs [all_inputs -no_clocks]
set_input_delay [expr $clk_period * $clk_io_pct] -clock clk0 $non_clock_inputs
set_output_delay [expr $clk_period * $clk_io_pct] -clock clk0 [all_outputs]
</file>
<file path="flow/design.v">
`timescale 1ns / 1ps
module ALU(
    input clk,
    input rstn,
    input [15:0]  sw_i,
    input [31:0] A,
    input [31:0] B,
    input [4:0] aluop,
    output reg [7:0] zero,
    output reg [31:0] C
    );
    localparam ALU_ADD  = 5'b00000;   
    localparam ALU_SUB  = 5'b00001;   
    localparam ALU_SLT  = 5'b00010;   
    localparam ALU_SLTU = 5'b00011;   
    localparam ALU_AND  = 5'b00100;   
    localparam ALU_OR   = 5'b00101;   
    localparam ALU_XOR  = 5'b00110;   
    localparam ALU_SLL  = 5'b00111;   
    localparam ALU_SRL  = 5'b01000;   
    localparam ALU_SRA  = 5'b01001;   
    wire [4:0] shamt;
    assign shamt = B[4:0];
    always @(*) begin
        if(!rstn) begin
            C <= 32'd0;
            zero <= 8'd0;
        end else begin
            case (aluop)
                ALU_ADD:  C = A + B;
                ALU_SUB:  C = A - B;
                ALU_SLT:  C = ($signed(A) < $signed(B)) ? 32'd1 : 32'd0;
                ALU_SLTU: C = (A < B) ? 32'd1 : 32'd0;
                ALU_AND:  C = A & B;
                ALU_OR:   C = A | B;
                ALU_XOR:  C = A ^ B;
                ALU_SLL:  C = A << shamt;
                ALU_SRL:  C = A >> shamt;
                ALU_SRA:  C = $signed(A) >>> shamt;
                default:  C = 32'd0; 
            endcase
        end
        zero <= (C == 32'd0) ? 8'b00000001 : 8'b00000000;
    end
endmodule
</file>
<file path="flow/run.sh">
#!/bin/bash
# OpenROAD 26Q1-2900-gdf79404cd8, Yosys 0.63+post, stock flow scripts
make -C /OpenROAD-flow-scripts/flow DESIGN_CONFIG=/design/flow/config.mk WORK_HOME=/design/flow/orfs finish
</file>
==> summary.txt <==
Implementation run completed; key figures follow.

Global routing:
- The initial antenna violation count came to 1.
- The run gives the total track usage as 45.3%.
- The first global-routing pass estimated 72000 um of wire.
- The run gives the via count of the first global-routing pass as 11700.
- The run gives the total congestion overflow after global routing as 0.
- Entering global routing, the biggest net connects 59 pins.

Run status:
- The run finished with clean final reports.

Cells and area:
- The run puts the area of all placed cells without fillers at 11400 um^2.
- The finished layout reports a core utilization of 56.3%.
- The post-route netlist has 9.85% of its cells at a drive strength greater than 1.
- The run puts the flop count at 0.
- The run puts the count of filler cells inserted in the layout at 1997.
- The run gives the layout overhead on the synthesized area as 10.2%.
- After the flow finishes, the layout carries non-filler instances totaling 1786.
- In the final layout, the clock buffer count is 0.
- The layout report lists the multi-input gate area as 9380 um^2.
- In the final layout, flip-flops and latches occupy 0 um^2.

Final timing:
- The run puts the final setup TNS at 0 ns.
- The worst-case max-slew headroom was logged as 33.8%.
- The run puts the setup violation total in the final timing report at 0.
- Across all hold checks on the routed design, the worst slack comes to 8.75 ns.
- The run gives the maximum clock rate as 0.0767 GHz.
- In the final report, the number of pins over their slew limit comes to 0.
- The run puts the final tally of hold violations at 0.
- The run gives the setup slack of the critical path after layout as 5.96 ns.
- At the pin with the least slew margin, the transition time is 0.984 ns.
- The run gives the shortest clock period the worst path allows after layout as 13.04 ns.
- Setup repair after global routing left no endpoint under its margin.
- The run puts the fraction of the cycle the final worst path needs at 68.6%.

Routing:
- Per the detail_route report, vias per standard cell equal 7.12.
- The run gives the routed wire length as 47800 um.
- The run gives the total via count in the routed design as 12700.
- The run gives the starting DRC count in detailed routing as 1463.
- After detailed routing, the number of remaining DRC violations is 0.
- The run gives the routed length per instance as 26.8 um.
- The run puts the number of nets with antenna violations after detailed routing at 0.
- The run puts the length of the first detailed-routing pass in iterations at 5.

Placed design:
- Routability-driven placement finished with a final weighted congestion of 1.09.
- The run gives the placement-stage cell area as 11400 um^2.
- During placement, the flow inserted port buffers numbering 103.
- The run puts the total half-perimeter wirelength after legalization and detailed placement at 36200 um.
- The run puts the placed instance count at 1783.
- Per the post-place timing report, worst setup slack is 6.19 ns.

Critical path:
- The timing report notes that buffer and inverter cells on the critical path total 4.
- The run gives the element type at the critical path end as a primary output.
- Data on the critical path is required at its endpoint by 15.20 ns.
- In this run the worst path has a maximum fanout of 16.
- The run gives the start-to-end type of the worst setup path as in -> out.
- Walking the worst path, the cells encountered are clkdlybuf4s50_1, inv_1, ha_1, inv_1, a21o_1, a221o_1, nor3_1, a211oi_1, mux2_2, a211oi_1, a41o_1, nand4_1, nor3_2, clkdlybuf4s50_1.
- The run gives the category of the worst setup path launch point as an input pin.
- On the critical path, the stage with the largest delay is an instance of clkdlybuf4s50_1.
- The timing report lists the critical path depth as 14 cells.
- The run puts the longest individual stage delay on the worst path at 0.87 ns.
- The kind of cell with the highest combined delay along the critical path is buffers and inverters.
- Data on the critical path arrives at its endpoint at 9.24 ns.

Pwr:
- The run puts the net switching power figure at 204 uW.
- The run gives the total power density per cell area as 28.3 nW/um^2.
- The run gives the total chip power as 323 uW.
- The run puts the leakage component of the power at 4.54 nW.
- Switching power as a fraction of the total was reported as 63.2%.
- The run puts the internal power component at 119 uW.
- The run puts the maximum resistive drop on vdd at 0.0311 mV.

Clocking:
- The run puts the post-cts hold-fix buffer tally at 0.
- In this run the post-CTS setup repair buffer count came out at 0.
- The run puts the number of gates given a new drive strength after cts at 0.

Job:
- Warnings raised by the tools during the run amount to 118.
- The run gives the number of max-capacitance violations reported as 0.

Floorplan:
- In this run the count of I/O pins placed on the die edge is 127.
- According to the floorplan report, the placeable core area is 20200 um^2.
- The die is 146 um wide.
- The floorplan has 52 rows.
- The run gives the pre-placement core utilization as 51.1%.
- The run gives the area enclosed by the die boundary as 21300 um^2.
- The run puts the die boundary height at 146 um.

Hold path:
- The run puts the hold path depth at 4.
- The most critical min-delay path falls under in -> out.

Synth:
- The run puts the number of standard cells after synthesis at 1497.
- Yosys stat counts 1497 cells in the synthesized netlist.
- The run gives the yosys-reported design area after synthesis as 10300 um^2.
- The run puts the mean instance size in the synthesized netlist at 6.91 um^2.
- The run puts the area of the mapped netlist at 10300 um^2.
- The run puts the number of distinct library cells after synthesis at 94.
- The run gives the tally of yosys warning messages as 1.
- The run gives the share of the yosys chip area belonging to registers as 0%.
[cell families after synthesis]
logic type,Yosys count,share of synthesized area (%)
compound gates,517,34.4
simple gates,498,23.1
buf+inv,235,9.57
mux,136,19.7
fa+ha+maj,102,12.5
xor+xnor,8,0.678
other cells,1,0.0363
[metal layers]
layer  up-vias  GRT usage (%)  wire (um)
li1       5711              -          -
met1      5875           63.0      19000
met2       954           66.7      20000
met3       179           11.6       6140
met4         2           18.9       2570
met5         -           4.55         92
[final timing paths]
kind,startpoint,to,slack [ns]
min,rstn,C[0],8.75
max,A[18],zero[0],5.96
[cells in the final DEF (no fill, tap or decap), types with 9 or more instances in the layout]
| cell type | netlist | final |
|---|---|---|
| o21ai_0 | 79 | 79 |
| mux2i_1 | 65 | 65 |
| buf_4 | 11 | 37 |
| o221ai_1 | 16 | 16 |
| mux2_2 | 17 | 17 |
| o211ai_1 | 27 | 27 |
| nor2_1 | 148 | 148 |
| or3_1 | 10 | 10 |
| a21o_1 | 13 | 13 |
| nor4_1 | 23 | 23 |
| a32oi_1 | 9 | 9 |
| ha_1 | 100 | 100 |
| nor3_1 | 34 | 34 |
| a21oi_1 | 124 | 124 |
| mux4_2 | 50 | 50 |
| inv_1 | 101 | 101 |
| nand2_1 | 137 | 137 |
| o22ai_1 | 15 | 15 |
| a211o_1 | 10 | 10 |
| nand2b_1 | 16 | 16 |
| a211oi_1 | 39 | 39 |
| and2_1 | 12 | 12 |
| a31oi_1 | 20 | 20 |
| o31ai_1 | 22 | 22 |
| nand3_1 | 37 | 37 |
| nand4_1 | 18 | 18 |
| clkdlybuf4s50_1 | 0 | 98 |
| o21bai_1 | 11 | 11 |
| nor2b_1 | 17 | 16 |
| a221oi_1 | 10 | 10 |
[power groups by stage]
stage | clock [mW] | combinational [mW] | sequential, mW
CTS | 0 | 0.311 | 0
global route | 0 | 0.343 | 0
[synthesized netlist by cell type (7+ instances only)]
cell       number  share of area [%]
buf_4          11               0.80
buf_2          23                1.1
and2_1         12               0.73
a211o_1        10               0.85
a21o_1         13               0.94
a41oi_1         7               0.59
or3_1          10               0.61
a211oi_1       39                2.8
a21oi_1       124                6.0
nor2_1        148                5.4
ha_1          100                 12
clkbuf_1       75                2.7
or2_2           8               0.48
nand3_1        37                1.8
a32oi_1         9               0.76
a221o_1         7               0.68
inv_1         101                3.7
o21bai_1       11               0.80
o22ai_1        15               0.91
o21a_1          7               0.51
nor2b_1        17                1.0
o31ai_1        22                1.6
o21ai_1         7               0.34
nor4_1         23                1.4
nand2_1       137                5.0
o221ai_1       16                1.4
a311oi_1        7               0.59
mux2_2         17                1.9
mux2i_1        65                6.3
nand2b_1       16               0.97
a221oi_1       10               0.85
and3_1          8               0.48
nor3_1         34                1.6
a2111oi_0       8               0.68
nand4_1        18                1.1
o31a_1          8               0.68
a31o_2          8               0.68
mux4_2         50                 11
a31oi_1        20                1.2
o21ai_0        79                3.8
buf_1          15               0.54
o211ai_1       27                2.0
[tightest hold or removal path, cell delays in order]
cell	delay, ns
clkdlybuf4s50_1	0.47
nand4b_1	0.12
o31ai_1	0.14
clkdlybuf4s50_1	0.43
[final cells by class]
cell class	count	share of cell area, %
multi-input combinational	1268	82.3
timing repair buffer	139	11.2
inverter	106	3.49
tap	270	2.96
antenna	3	0.0659
No activity file was given, so power comes from the tool's default toggle rates.
