### /design/flow/config.mk
export PLATFORM = sky130hd
export DESIGN_NAME = DM
export DESIGN_NICKNAME = DM
export VERILOG_FILES = /design/flow/design.v
export SDC_FILE = /design/flow/constraint.sdc
export NUM_CORES = 4
export LEC_CHECK = 1
export CORE_UTILIZATION = 30
### /design/flow/constraint.sdc
current_design DM

set clk_period 35.9
set clk_io_pct 0.2

create_clock -name clk0 -period $clk_period [get_ports {clk}]

set non_clock_inputs [all_inputs -no_clocks]
set_input_delay [expr $clk_period * $clk_io_pct] -clock clk0 $non_clock_inputs
set_output_delay [expr $clk_period * $clk_io_pct] -clock clk0 [all_outputs]
### /design/flow/design.v
`timescale 1ns / 1ps
module DM(
    input        sw_i,
    input        clk,
    input        rstn,
    input        DMWr,
    input [4:0]  addr,    
    input [31:0] din,
    input [2:0]  DMType,
    output reg [31:0] dout
);
    reg [7:0] dmem[0:31];
    integer i;
    always @(posedge clk or negedge rstn) begin
        if (!rstn) begin
            for (i = 0; i < 32; i = i + 1)
                dmem[i] <= i[7:0];    
        end else if (DMWr) begin
            case (DMType)
                3'b011,
                3'b100: begin
                    dmem[addr] <= din[7:0];
                end
                3'b001,
                3'b010: begin
                    dmem[addr]   <= din[7:0];
                    dmem[addr+1] <= din[15:8];
                end
                3'b000: begin
                    dmem[addr]   <= din[7:0];
                    dmem[addr+1] <= din[15:8];
                    dmem[addr+2] <= din[23:16];
                    dmem[addr+3] <= din[31:24];
                end
            endcase
        end
    end
    always @(*) begin
        case (DMType)
            3'b011: begin
                dout = {{24{dmem[addr][7]}}, dmem[addr]};
            end
            3'b100: begin
                dout = {24'd0, dmem[addr]};
            end
            3'b001: begin
                dout = {{16{dmem[addr+1][7]}}, dmem[addr+1], dmem[addr]};
            end
            3'b010: begin
                dout = {16'd0, dmem[addr+1], dmem[addr]};
            end
            3'b000: begin
                dout = {dmem[addr+3], dmem[addr+2], dmem[addr+1], dmem[addr]};
            end
            default: begin
                dout = 32'd0;
            end
        endcase
    end
endmodule
### /design/flow/run.sh
#!/bin/bash
# OpenROAD 26Q1-2900-gdf79404cd8, Yosys 0.63+post, stock flow scripts
make -C /OpenROAD-flow-scripts/flow DESIGN_CONFIG=/design/flow/config.mk WORK_HOME=/design/flow/orfs finish
==> results_dict.tcl <==
# collected from the flow reports
set metrics [dict create \
    critical_path.max_fanout 22 \
    die_area_sq_mm 0.111 \
    via_count 51076 \
    largest_register_ffs 256 \
    layout_top_cell "sky130_fd_sc_hd__a21oi_1" \
    cts_setup_buffers 0 \
    cpMaxStageDelayCell "sky130_fd_sc_hd__a221oi_1" \
    wl_per_cell_um 53.2 \
    timing.rr.start "dmem[10][4]" \
    ctsHtreeMaxLevel 2 \
    worstHoldPathType "flop to flop" \
    startpoint "addr[0]" \
    cts_max_path_buffers 3 \
    cts_resized 0 \
    first_global_vias 44847 \
    tritoncts "built" \
    post-dp-hpwl_um 243000 \
    edf_count 0 \
    routed_wl_um 342000 \
    area_delta_synth_final_pct 13.6 \
    timing.hold.worst.start "dmem[9][4]" \
    post_layout_min_period_ps 20450 \
    yosys_cells 4981 \
    top_register "dmem" \
    drive_gt1_share_pct 15.2 \
    num-fill-cells 11266 \
    share_comb_of_total_power_pct 44.2 \
    max_freq_mhz 48.9 \
    path_cells "buf_2, nand2_2, nor2_1, ha_1, buf_4, nand3b_1, buf_4, nor2_2, buf_4, a22o_1, a221oi_1, nand4_1, nor3_1, o21ai_0, clkdlybuf4s50_1" \
    pwr_total_mw 1.94 \
    post_synthesis_sequential_area_ratio_pct 19.7 \
    clkPwrFrac_pct 20.0 \
    flop_cell "sky130_fd_sc_hd__dfrtp_1" \
    finalWeightedCongestion 1.22 \
    drt_first_pass_iters 15 \
    cts_sinks 256 \
    leakagePower_nw 13.1 \
    cellPowerDensity_mw_per_mm2 51.9 \
    synth.distinct_cells 96 \
    cellInternalPower_mw 0.843 \
    clock_skew_ps 0 \
    grt_overflow_total 0 \
    critPathLaunchType "input pin" \
    synth-async-reset-ratio_pct 100 \
    switching_part_of_the_total_pct 56.6 \
    cap_viol_max_count 0 \
    crit_path_end_kind "output pin" \
    tritoncts.num_buffers 38 \
    tool_warning_count 33 \
    clk_pin_slew_ps 50 \
    slew_headroom_pct 7.34 \
    total_negative_setup_slack_ps 0 \
    report.final.hold_viol_count 0 \
    chipWidth_um 333 \
    outcome "completed" \
    synth_top_cell_by_area "sky130_fd_sc_hd__dfrtp_1" \
    report.final.setup_viol 0 \
    switching_power_of_the_nets_mw 1.10 \
    number_of_port_buffers 74 \
    setup_repair_after_global_routing_missed_its_margin "no" \
    cp_data_required_time_ps 28720 \
    seq_power_share_pct 35.8 \
    crit_top_cell "sky130_fd_sc_hd__buf_4" \
    ys_warn_count 2 \
    post-synth-top-area-fraction_pct 13.4 \
    postSynthCellCount 4981 \
    number_of_antenna_violations_at_the_first_check_in_global_routing 73 \
    core_region_area_sq_mm 0.109 \
    syn-cell-area_sq_mm 0.0330 \
    synth.ff_latch_count 256 \
    drt_iter0_drc 9121 \
    largest_net_degree_at_the_start_of_global_routing 139 \
    worst_ir_drop_vdd_mv 0.0457 \
    area.sequential_sq_mm 0.00651 \
    critical-path-max-stage-delay_ps 800 \
    maxSlewViolCount 0 \
    cts_hold_repair.buffers 0 \
    layout_top_cells "sky130_fd_sc_hd__a21oi_1, sky130_fd_sc_hd__nand2_1, sky130_fd_sc_hd__o21ai_0" \
    critPathArrivalTime_ps 13270 \
    worst-setup-path-type "input pin to output pin" \
    grt_pass1_wl_um 441000 \
    area.combinational_sq_mm 0.0244 \
    vias_per_cell 7.95 \
    syn-mean-instance-area_sq_um 6.62 \
    floorplan.core_util_pct 30.3 \
    synthTopCellsByArea "sky130_fd_sc_hd__dfrtp_1, sky130_fd_sc_hd__a21oi_1, sky130_fd_sc_hd__o21ai_0" \
    finalCritPeriodShare_pct 56.9 \
    worst_slew_pin_tran_ps 1350 \
    die_height_um 333 \
    std_cell_rows 121 \
    boundaryPins 76 \
    grt_util_overall_pct 61.0 \
    largestRegisters "dmem: 256 flops" \
    antenna_left 0 \
    insertion_delay_ps 630 \
    cts_root_buffer "sky130_fd_sc_hd__clkbuf_16" \
    yosys.stat.chipArea_sq_mm 0.0330 \
    detail_route.drc_violations 0 \
]
==> synthesized netlist by cell type (8+ instances only) <==
library cell / count
sky130_fd_sc_hd__nor3_1: 195
sky130_fd_sc_hd__nand4_1: 73
sky130_fd_sc_hd__nor4_1: 51
sky130_fd_sc_hd__a31oi_1: 270
sky130_fd_sc_hd__a22o_1: 54
sky130_fd_sc_hd__or3_1: 8
sky130_fd_sc_hd__nor2_1: 387
sky130_fd_sc_hd__a211o_1: 14
sky130_fd_sc_hd__dfstp_2: 80
sky130_fd_sc_hd__o21ai_1: 28
sky130_fd_sc_hd__nand3_1: 259
sky130_fd_sc_hd__clkbuf_1: 400
sky130_fd_sc_hd__nand2b_1: 14
sky130_fd_sc_hd__buf_1: 22
sky130_fd_sc_hd__or2_2: 9
sky130_fd_sc_hd__o211ai_1: 103
sky130_fd_sc_hd__inv_1: 9
sky130_fd_sc_hd__a32oi_1: 13
sky130_fd_sc_hd__a222oi_1: 44
sky130_fd_sc_hd__nor2_2: 11
sky130_fd_sc_hd__mux2_2: 47
sky130_fd_sc_hd__buf_4: 25
sky130_fd_sc_hd__buf_2: 98
sky130_fd_sc_hd__a211oi_1: 101
sky130_fd_sc_hd__nand3b_1: 10
sky130_fd_sc_hd__a221oi_1: 108
sky130_fd_sc_hd__o21a_1: 23
sky130_fd_sc_hd__o21ai_2: 10
sky130_fd_sc_hd__a22oi_1: 243
sky130_fd_sc_hd__and3_1: 10
sky130_fd_sc_hd__or3b_2: 8
sky130_fd_sc_hd__a21o_1: 15
sky130_fd_sc_hd__o22a_1: 37
sky130_fd_sc_hd__mux2i_1: 94
sky130_fd_sc_hd__a21oi_1: 771
sky130_fd_sc_hd__nand2_1: 563
sky130_fd_sc_hd__o21ai_0: 445
sky130_fd_sc_hd__dfrtp_1: 176
sky130_fd_sc_hd__buf_6: 12
==> layout make-up <==
type                    count  area share, %
diodes                     67          0.448
clock buffers              57           2.89
clock inverters            12          0.247
inverters                  10          0.100
multi-input cells        4158           65.0
flip-flops and latches    256           17.4
well taps                1414           4.73
repair buffers            451           9.17
==> per-stage QoR <==
stage / hold slack, ps / setup WS (ps) / util [%] / cells / cell area (sq um)
final: 491 / 15460 / 34.4 / 6425 / 37400
after floorplan: 506 / 18190 / - / 4981 / 33000
after global routing: 520 / 15600 / 34.3 / 6375 / 37300
after global placement: 476 / 15950 / 33.2 / 6289 / 36100
after CTS: 494 / 15960 / 34.2 / 6358 / 37300
after detailed placement: 482 / 15990 / 33.2 / 6289 / 36100
==> logic make-up after synthesis <==
| group | count (synthesis) | share of synthesized area, % |
|---|---|---|
| buf+inv | 567 | 7.39 |
| flops | 256 | 19.7 |
| xor+xnor | 6 | 0.205 |
| compound gates | 2329 | 44.2 |
| fa+ha+maj | 4 | 0.152 |
| simple gates | 1676 | 23.8 |
| mux | 143 | 4.55 |
==> critical path, delay by kind of cell <==
| family | cells | cell delay (ps) |
|---|---|---|
| compound gates | 3 | 1190 |
| fa+ha+maj | 1 | 310 |
| buf+inv | 5 | 1890 |
| simple gates | 6 | 2630 |
==> metal layers <==
| layer | GRT usage, % | share of wire, % |
|---|---|---|
| met1 | 68.7 | 35 |
| met2 | 78.2 | 37 |
| met3 | 38.9 | 17 |
| met4 | 51.5 | 11 |
| met5 | 9.77 | 0.45 |
==> power by group through the flow <==
stage         registers (mW)  clock network, mW  logic [mW]
CTS                    0.651              0.384       0.796
global route           0.666              0.392       0.874
finish                 0.696              0.389       0.859
==> worst paths after layout <==
| check | end | slack (ps) | depth (start not counted) |
|---|---|---|---|
| setup / recovery | dout[8] | 15460 | 15 |
| hold / removal | dmem[9][4] | 490 | 1 |
| setup reg to reg | dmem[10][4] | 33740 | 6 |
| hold reg to reg | dmem[9][4] | 490 | 1 |
| max in group asynchronous | dmem[21][6] | 27070 | 4 |
| min in group asynchronous | dmem[1][3] | 6480 | 1 |
Power and IR drop assume default switching activity.
